[flow/run.sh]
#!/bin/bash
# OpenROAD 26Q1-2900-gdf79404cd8, Yosys 0.63+post, stock flow scripts
make -C /OpenROAD-flow-scripts/flow DESIGN_CONFIG=/design/flow/config.mk WORK_HOME=/design/flow/orfs finish
[flow/constraint.sdc]
current_design dummy_core

set clk_period 14.0
set clk_io_pct 0.2

create_clock -name clk0 -period $clk_period [get_ports {clk}]

set non_clock_inputs [all_inputs -no_clocks]
set_input_delay [expr $clk_period * $clk_io_pct] -clock clk0 $non_clock_inputs
set_output_delay [expr $clk_period * $clk_io_pct] -clock clk0 [all_outputs]
[flow/design.v]
package flexpipe_pkg;
    localparam int CONFIG_BUS_WIDTH_BYTES = 4;
    localparam int CONFIG_BUS_WIDTH_BITS  = CONFIG_BUS_WIDTH_BYTES * 8;
    localparam int ADDR_WIDTH             = 64;
    localparam int DATA_WIDTH             = 256;  
    localparam int MRN_DRAIN_CYCLES       = 50;
    localparam int MAX_OUTSTANDING_REQS   = 16;
    localparam int REQ_ID_WIDTH           = 6;    
    localparam int EPOCH_WIDTH            = 4;    
    typedef struct packed {
        logic [31:0] compute_cycles;
        logic [31:0] config_bits;
        logic [31:0] pointer_walks;
        logic [31:0] data_size;
        logic [ADDR_WIDTH-1:0] base_addr;
        logic                  valid;
        logic [EPOCH_WIDTH-1:0] epoch;
    } layer_config_t;
    typedef enum logic [1:0] {
        REQ_TYPE_CONFIG = 2'b00,
        REQ_TYPE_PTR    = 2'b01,
        REQ_TYPE_DATA   = 2'b10
    } req_type_e;
    typedef enum logic {
        PRIO_LOW  = 1'b0,
        PRIO_HIGH = 1'b1
    } req_prio_e;
    typedef struct packed {
        logic [ADDR_WIDTH-1:0]   addr;
        logic [31:0]             len;     
        logic [REQ_ID_WIDTH-1:0] id;
        logic [EPOCH_WIDTH-1:0]  epoch;
        req_type_e               rtype;
        req_prio_e               prio;
    } mem_req_t;
    typedef struct packed {
        logic [DATA_WIDTH-1:0]   data;
        logic [REQ_ID_WIDTH-1:0] id;
        logic [EPOCH_WIDTH-1:0]  epoch;
        logic                    last;
        logic                    error;
    } mem_resp_t;
endpackage : flexpipe_pkg
import flexpipe_pkg::*;
module dummy_core (
    input  logic             clk,
    input  logic             rst_n,
    output logic [63:0]      compute_cycles_done,
    output logic             request_flip_ack
);
    always_ff @(posedge clk or negedge rst_n) begin
        if (!rst_n) begin
            compute_cycles_done <= 64'd0;
            request_flip_ack <= 1'b0;
        end else begin
            compute_cycles_done <= compute_cycles_done + 1;
            request_flip_ack <= 1'b0;
        end
    end
endmodule
[flow/config.mk]
export PLATFORM = sky130hd
export DESIGN_NAME = dummy_core
export DESIGN_NICKNAME = dummy_core
export VERILOG_FILES = /design/flow/design.v
export SDC_FILE = /design/flow/constraint.sdc
export NUM_CORES = 4
export LEC_CHECK = 1
export CORE_UTILIZATION = 50
export SYNTH_HDL_FRONTEND = slang
==> CHANGELOG.md <==
## Implementation

* Status: completed
* Critical-path cell list: clkdlybuf4s50_1
* Met3 Usage GRT at 3.13%
* Post-CTS Repair Setup Buffers at 0
* Hold depth at 1
* Mux area share at 0%
* Synth flops at 64
* Yosys aoi share at 0%
* Clk latency of the worst-skew pair at 0.33 ns
* Filler-free cell count of the finished design at 424
* CTS Buf Count at 9
* H-tree depth at 3
* Least-Margin Pin Slew at 0.794 ns
* TNS Setup at 0 ns
* Gr usage total at 21.5%
* Power density cells at 83.1 nW/um2
* Final setup violation count at 0
* Dominant kind of combinational cell: simple AND/OR/NAND/NOR gates
* Die width at 79.5 um
* Tool warning count at 26
* ANT nets after route at 0
* CTS Hold Bufs at 0
* Critical path type: flop to output pin
* Biggest register: compute_cycles_done
* Area leader, netlist: dfrtp_1
* Floorplan Utilization at 53.3%
* Clock sink total at 64
* Layout cell share with drive strength beyond 1 at 9.38%
* Cell Type Count at 27
* DR vias at 2213
* Area leader share at 53.3%
* Maxcap violations at 0
* Synthesized netlist cell count at 275
* Avg Cell Area, Syn at 10.9 um2
* RSZ-0062 raised after global routing: false
* GRT overflow at 0
* Regs by FF count: compute_cycles_done x64
* Vias in the first global route at 2146
* Slowest CP cell: clkdlybuf4s50_1
* Post-cts repair resize count at 0
* Initial antenna violation count at 0
* N_diodes at 0
* Critical Path End Type: output pin
* Die Size at 6330 um2
* Critical Path Fanout Max at 8
* HPWL Detailed at 4.14 mm
* Hold Crit Class: flop to flop
* Pwr Total at 0.322 mW
* Drt first pass iters at 4
* Leakage power at 1.72 nW
* Slew Viols, Final at 0
* Clock slew at reported path FFs at 0.07 ns
* Port buffer count at 65
* Worst Reg-to-Reg Cells at 5
* Fa+ha+maj area frac at 0.416%
* Worst EP arrival at 1.36 ns
* 1st-iter DRT viols at 76
* GRT busiest layer: met1
* Max reg flops at 64
* Post-synth area hogs: dfrtp_1 53%, xor2_1 9.9%, xnor2_1 8.2%
* Rel. slew slack at 46.6%
* Tcrit/Tclk final at 29.7%
* First-pass GRT wire length at 10.4 mm
* Final Wtd Congestion at 0.840
* Filler cells at 424
* # IOs at 67
* Placed cells at 408
* Post-synth area from yosys stat at 3010 um2
* Yosys simple share at 26.0%
* Met1 Usage GRT at 37.6%
* CP top delay family: buffers and inverters
* # Cells Yosys at 275
* Hold Fails Final Rpt at 0
* Area growth syn-to-layout at 29.0%
* Clock Skews at 0.00617 ns
* Area fraction in xor and xnor cells at 18.1%
* Peak VDD IR at 55.9 uV
* Final setup margin at 9.84 ns
* FMAX at 0.241 GHz
* Met2 GRT Util at 30.0%
* WP data required at 11.20 ns
* CTS tree: done
* Crit start category: flop
* Worst hold slack at 0.465 ns
* Post-Route WL at 6.02 mm
* Syn Std Cell Area at 3010 um2
* Largest net degree at the start of global routing at 43
* CP Depth at 1
* Clk buf depth at 2
* Avg Vias per Cell at 5.22
* Worst Path Buf+Inv at 1
* Core ar. at 5640 um2
* DRC viols at 0
* Synth warn at 0
* Die Y at 79.5 um
* Crit-path max cell delay at 0.52 ns
* Dpl ws at 10.18 ns
* Synth Seq Share at 53.3%
* Row count at 27
* Clock root buffer: clkbuf_8
* Min cycle time layout at 4.16 ns
* Routed WL per cell at 14.2 um
==> worst paths after layout <==
kind	from	endpoint	slack, ns
hold reg to reg	compute_cycles_done[63]	compute_cycles_done[63]	0.47
min in group asynchronous	rst_n	compute_cycles_done[28]	2.44
setup reg to reg	compute_cycles_done[45]	compute_cycles_done[62]	11.72
hold / removal	compute_cycles_done[63]	compute_cycles_done[63]	0.47
setup / recovery	compute_cycles_done[38]	compute_cycles_done[38]	9.84
max in group asynchronous	rst_n	compute_cycles_done[51]	10.65
==> worst reg2reg max path: stages, from the launching register on <==
cell and delay, ns:
dfrtp_1 0.40, nand3_1 0.22, nor4_2 0.72, nand2_1 0.43
nor3_2 0.28, xor2_1 0.15
==> cell usage after synthesis <==
master,count
nor3_2,9
or4_1,1
nand3_4,1
nand3b_1,1
conb_1,1
nand2_1,32
xnor2_1,28
nand4b_4,1
and3_1,3
or3_1,1
ha_1,1
nand3_2,1
nor3_1,12
buf_6,1
dfrtp_1,64
nand4_1,18
nor2_1,22
nor4_1,2
and4_1,4
nor4_2,4
clkbuf_2,1
inv_1,8
xor2_1,34
nand3_1,21
clkbuf_1,1
buf_4,2
nor4_4,1
==> per-stage QoR <==
step	area (um2)	utilization (%)
finish	3880	68.8
global route	3880	68.8
detailed placement	3710	65.8
CTS	3880	68.8
floorplan	3010	-
global placement	3710	65.8
==> placed cells by master, fill, tap and decap left out, types with 2 or more instances in the layout <==
cell,count
clkdlybuf4s50_1,64
nand2_1,32
xor2_1,34
nor4_1,2
clkinv_2,4
clkbuf_1,2
nor3_2,9
nand3_1,21
nand4_1,18
and4_1,4
nor2_1,22
dfrtp_1,64
xnor2_1,28
clkbuf_8,10
nor3_1,12
inv_1,8
nor4_2,4
and3_1,3
==> kinds of logic (layout without fill, tap and decap cells) <==
logic type                 Yosys count  count (layout)
buffers and inverters               13              90
DFF                                 64              64
xor gates and xnor gates            62              62
other                                1               1
adders and majority gates            1               1
and+or+nand+nor                    134             134
==> routing by layer <==
metal | share of wire [%] | vias to the layer above
met5 | 0 | -
met4 | 0.51 | 0
met3 | 4.7 | 2
met2 | 45 | 49
met1 | 50 | 1081
li1 | - | 1081
==> report_power, final <==
part / switching (mW) / total [mW] / internal (mW)
clock: 0.0658 / 0.134 / 0.0680
sequential: 0 / 0.185 / 0.185
combinational: 0.00343 / 0.00370 / 0.000276
total: 0.0692 / 0.322 / 0.253
==> layout make-up <==
cell class	instances	area [um2]	area share [%]
sequential	64	1600	41.3
multi-input combinational	198	1340	34.5
timing repair buffer	66	653	16.8
clock buffer	12	145	3.74
tap	72	90.1	2.32
inverter	8	30.0	0.774
clock inverter	4	20.0	0.516
Power and IR drop assume default switching activity.
