## ./design.v

```verilog
package flexpipe_pkg;
    localparam int CONFIG_BUS_WIDTH_BYTES = 4;
    localparam int CONFIG_BUS_WIDTH_BITS  = CONFIG_BUS_WIDTH_BYTES * 8;
    localparam int ADDR_WIDTH             = 64;
    localparam int DATA_WIDTH             = 256;  
    localparam int MRN_DRAIN_CYCLES       = 50;
    localparam int MAX_OUTSTANDING_REQS   = 16;
    localparam int REQ_ID_WIDTH           = 6;    
    localparam int EPOCH_WIDTH            = 4;    
    typedef struct packed {
        logic [31:0] compute_cycles;
        logic [31:0] config_bits;
        logic [31:0] pointer_walks;
        logic [31:0] data_size;
        logic [ADDR_WIDTH-1:0] base_addr;
        logic                  valid;
        logic [EPOCH_WIDTH-1:0] epoch;
    } layer_config_t;
    typedef enum logic [1:0] {
        REQ_TYPE_CONFIG = 2'b00,
        REQ_TYPE_PTR    = 2'b01,
        REQ_TYPE_DATA   = 2'b10
    } req_type_e;
    typedef enum logic {
        PRIO_LOW  = 1'b0,
        PRIO_HIGH = 1'b1
    } req_prio_e;
    typedef struct packed {
        logic [ADDR_WIDTH-1:0]   addr;
        logic [31:0]             len;     
        logic [REQ_ID_WIDTH-1:0] id;
        logic [EPOCH_WIDTH-1:0]  epoch;
        req_type_e               rtype;
        req_prio_e               prio;
    } mem_req_t;
    typedef struct packed {
        logic [DATA_WIDTH-1:0]   data;
        logic [REQ_ID_WIDTH-1:0] id;
        logic [EPOCH_WIDTH-1:0]  epoch;
        logic                    last;
        logic                    error;
    } mem_resp_t;
endpackage : flexpipe_pkg
import flexpipe_pkg::*;
module config_manager (
    input  logic                   clk,
    input  logic                   rst_n,
    input  logic [ADDR_WIDTH-1:0]  s_axi_awaddr,
    input  logic                   s_axi_awvalid,
    output logic                   s_axi_awready,
    input  logic [31:0]            s_axi_wdata,
    input  logic [3:0]             s_axi_wstrb,
    input  logic                   s_axi_wvalid,
    output logic                   s_axi_wready,
    output logic [1:0]             s_axi_bresp,
    output logic                   s_axi_bvalid,
    input  logic                   s_axi_bready,
    input  logic                   core_safe_to_flip,
    input  logic                   no_outstanding_active,
    output logic                   request_flip,
    input  logic                   flip_ack,
    output layer_config_t          active_config,
    output layer_config_t          shadow_config,
    output logic                   layer_start_pulse,
    output logic [EPOCH_WIDTH-1:0] current_epoch
);
    layer_config_t active_config_r, shadow_config_r;
    logic          shadow_full;
    logic [EPOCH_WIDTH-1:0] epoch_counter;
    logic          request_flip_r;
    logic [2:0]    write_idx;
    typedef enum logic [1:0] { AXI_IDLE, AXI_WRITE, AXI_RESP } axi_state_e;
    axi_state_e axi_state;
    assign s_axi_awready = (axi_state == AXI_IDLE);
    assign s_axi_wready  = (axi_state == AXI_WRITE);
    assign s_axi_bresp   = 2'b00;
    always_ff @(posedge clk or negedge rst_n) begin
        if (!rst_n) begin
            axi_state        <= AXI_IDLE;
            write_idx        <= 0;
            shadow_full      <= 1'b0;
            shadow_config_r  <= '0;
            s_axi_bvalid     <= 1'b0;
            epoch_counter    <= {EPOCH_WIDTH{1'b0}};
            request_flip_r   <= 1'b0;
            active_config_r  <= '0;
            layer_start_pulse <= 1'b0;
        end else begin
            case (axi_state)
                AXI_IDLE: begin
                    s_axi_bvalid <= 1'b0;
                    if (s_axi_awvalid) begin
                        axi_state <= AXI_WRITE;
                    end
                end
                AXI_WRITE: begin
                    if (s_axi_wvalid) begin
                        unique case (write_idx)
                            0: shadow_config_r.compute_cycles <= s_axi_wdata;
                            1: shadow_config_r.config_bits    <= s_axi_wdata;
                            2: shadow_config_r.pointer_walks  <= s_axi_wdata;
                            3: shadow_config_r.data_size      <= s_axi_wdata;
                            default: ;  
                        endcase
                        write_idx <= write_idx + 1;
                        s_axi_bvalid <= 1'b1;
                        axi_state <= AXI_RESP;
                        if (write_idx == 3) begin
                            shadow_full <= 1'b1;
                            shadow_config_r.valid <= 1'b1;
                            write_idx <= 0;
                        end
                    end
                end
                AXI_RESP: begin
                    if (s_axi_bready) begin
                        s_axi_bvalid <= 1'b0;
                        axi_state <= AXI_IDLE;
                    end
                end
                default: axi_state <= AXI_IDLE;
            endcase
            layer_start_pulse <= 1'b0;
            case ({request_flip_r, flip_ack})
                default: ;  
            endcase
            if (shadow_full && core_safe_to_flip && no_outstanding_active && !request_flip_r) begin
                request_flip_r <= 1'b1;
            end
            if (request_flip_r && flip_ack) begin
                active_config_r <= shadow_config_r;
                epoch_counter <= epoch_counter + 1;
                active_config_r.epoch <= epoch_counter + 1;
                active_config_r.valid <= 1'b1;
                shadow_full <= 1'b0;
                shadow_config_r.valid <= 1'b0;
                request_flip_r <= 1'b0;
                layer_start_pulse <= 1'b1;
            end
        end
    end
    assign request_flip = request_flip_r;
    assign active_config = active_config_r;
    assign shadow_config = shadow_config_r;
    assign current_epoch = epoch_counter;
endmodule
import flexpipe_pkg::*;
module flexpipe_top (
    input  logic                   clk,
    input  logic                   rst_n,
    input  logic dbg_mode,
    output logic [31:0] dbg_cycle_count,
    input  logic [ADDR_WIDTH-1:0]  s_axi_awaddr,
    input  logic                   s_axi_awvalid,
    output logic                   s_axi_awready,
    input  logic [31:0]            s_axi_wdata,
    input  logic [3:0]             s_axi_wstrb,
    input  logic                   s_axi_wvalid,
    output logic                   s_axi_wready,
    output logic [1:0]             s_axi_bresp,
    output logic                   s_axi_bvalid,
    input  logic                   s_axi_bready,
    input  logic                   core_idle,
    input  logic                   core_pipeline_drained,
    input  logic                   flip_ack,
    output logic                   request_flip,
    output layer_config_t          active_config,
    output logic                   layer_start_pulse,
    input  mem_req_t               core_mem_req,
    input  logic                   core_mem_req_valid,
    output logic                   core_mem_req_ready,
    output mem_resp_t              core_mem_resp,
    output logic                   core_mem_resp_valid,
    output mem_req_t               mem_master_req,
    output logic                   mem_master_valid,
    input  logic                   mem_master_ready,
    input  mem_resp_t              mem_master_resp,
    input  logic                   mem_master_resp_valid
);
    layer_config_t shadow_config;
    logic [EPOCH_WIDTH-1:0] current_epoch;
    logic prefetch_busy;
    logic [31:0] bytes_fetched_w;
    mem_req_t prefetch_req;
    logic     prefetch_req_valid;
    logic     prefetch_req_ready;
    mem_resp_t prefetch_resp;
    logic     prefetch_resp_valid;
    mem_req_t arb_to_dram_req;
    logic     arb_to_dram_valid;
    logic no_outstanding_active;
    logic [31:0] dbg_cycle_count_r;
    always_ff @(posedge clk or negedge rst_n) begin
        if (!rst_n) begin
            dbg_cycle_count_r <= 32'd0;
        end else begin
            if (dbg_mode)
                dbg_cycle_count_r <= dbg_cycle_count_r + 32'd1;
        end
    end
    assign dbg_cycle_count = dbg_cycle_count_r;
    config_manager u_config_manager (
        .clk                   (clk),
        .rst_n                 (rst_n),
        .s_axi_awaddr          (s_axi_awaddr),
        .s_axi_awvalid         (s_axi_awvalid),
        .s_axi_awready         (s_axi_awready),
        .s_axi_wdata           (s_axi_wdata),
        .s_axi_wstrb           (s_axi_wstrb),
        .s_axi_wvalid          (s_axi_wvalid),
        .s_axi_wready          (s_axi_wready),
        .s_axi_bresp           (s_axi_bresp),
        .s_axi_bvalid          (s_axi_bvalid),
        .s_axi_bready          (s_axi_bready),
        .core_safe_to_flip     (core_idle && core_pipeline_drained),
        .no_outstanding_active (no_outstanding_active),
        .request_flip          (request_flip),
        .flip_ack              (flip_ack),
        .active_config         (active_config),
        .shadow_config         (shadow_config),
        .layer_start_pulse     (layer_start_pulse),
        .current_epoch         (current_epoch)
    );
    logic prefetch_start = shadow_config.valid && !prefetch_busy;
    prefetch_dma u_prefetch_dma (
        .clk               (clk),
        .rst_n             (rst_n),
        .shadow_config     (shadow_config),
        .current_epoch     (current_epoch),
        .start_prefetch    (prefetch_start),
        .busy              (prefetch_busy),
        .bytes_fetched     (bytes_fetched_w),
        .mem_req           (prefetch_req),
        .mem_req_valid     (prefetch_req_valid),
        .mem_req_ready     (prefetch_req_ready),
        .mem_resp          (prefetch_resp),
        .mem_resp_valid    (prefetch_resp_valid)
    );
    memory_arbiter u_memory_arbiter (
        .clk                   (clk),
        .rst_n                 (rst_n),
        .active_req            (core_mem_req),
        .active_req_valid      (core_mem_req_valid),
        .active_req_ready      (core_mem_req_ready),
        .active_resp           (core_mem_resp),
        .active_resp_valid     (core_mem_resp_valid),
        .prefetch_req          (prefetch_req),
        .prefetch_req_valid    (prefetch_req_valid),
        .prefetch_req_ready    (prefetch_req_ready),
        .prefetch_resp         (prefetch_resp),
        .prefetch_resp_valid   (prefetch_resp_valid),
        .mem_master_req        (arb_to_dram_req),
        .mem_master_valid      (arb_to_dram_valid),
        .mem_master_ready      (mem_master_ready),
        .mem_master_resp       (mem_master_resp),
        .mem_master_resp_valid (mem_master_resp_valid),
        .no_outstanding_active (no_outstanding_active)
    );
    assign mem_master_req = arb_to_dram_req;
    assign mem_master_valid = arb_to_dram_valid;
endmodule
import flexpipe_pkg::*;
module memory_arbiter (
    input  logic        clk,
    input  logic        rst_n,
    input  mem_req_t    active_req,
    input  logic        active_req_valid,
    output logic        active_req_ready,
    output mem_resp_t   active_resp,
    output logic        active_resp_valid,
    input  mem_req_t    prefetch_req,
    input  logic        prefetch_req_valid,
    output logic        prefetch_req_ready,
    output mem_resp_t   prefetch_resp,
    output logic        prefetch_resp_valid,
    output mem_req_t    mem_master_req,
    output logic        mem_master_valid,
    input  logic        mem_master_ready,
    input  mem_resp_t   mem_master_resp,
    input  logic        mem_master_resp_valid,
    output logic        no_outstanding_active
);
    logic [7:0] active_cnt;
    logic [7:0] prefetch_cnt;
    localparam int ID_SRC_BIT = REQ_ID_WIDTH - 1;
    assign active_resp_valid = 1'b0;
    assign prefetch_resp_valid = 1'b0;
    assign active_resp = mem_master_resp;
    assign prefetch_resp = mem_master_resp;
    always_comb begin
        mem_master_valid = 1'b0;
        mem_master_req = '0;
        active_req_ready = 1'b0;
        prefetch_req_ready = 1'b0;
        if (active_req_valid) begin
            mem_master_valid = 1'b1;
            mem_master_req   = active_req;
            mem_master_req.id[ID_SRC_BIT] = 1'b0;
            active_req_ready = mem_master_ready;
        end else if (prefetch_req_valid) begin
            mem_master_valid = 1'b1;
            mem_master_req   = prefetch_req;
            mem_master_req.id[ID_SRC_BIT] = 1'b1;
            prefetch_req_ready = mem_master_ready;
        end
    end
    always_ff @(posedge clk or negedge rst_n) begin
        if (!rst_n) begin
            active_cnt <= 0;
            prefetch_cnt <= 0;
        end else begin
            if (active_req_valid && active_req_ready) active_cnt <= active_cnt + 1;
            if (prefetch_req_valid && prefetch_req_ready) prefetch_cnt <= prefetch_cnt + 1;
            if (mem_master_resp_valid && mem_master_resp.last) begin
                if (mem_master_resp.id[ID_SRC_BIT] == 1'b0 && active_cnt > 0) active_cnt <= active_cnt - 1;
                if (mem_master_resp.id[ID_SRC_BIT] == 1'b1 && prefetch_cnt > 0) prefetch_cnt <= prefetch_cnt - 1;
            end
        end
    end
    always_comb begin
        active_resp_valid = 1'b0;
        prefetch_resp_valid = 1'b0;
        if (mem_master_resp_valid) begin
            if (mem_master_resp.id[ID_SRC_BIT] == 1'b0) begin
                active_resp_valid = 1'b1;
            end else begin
                prefetch_resp_valid = 1'b1;
            end
        end
    end
    assign no_outstanding_active = (active_cnt == 0);
endmodule
import flexpipe_pkg::*;
module prefetch_dma (
    input  logic                   clk,
    input  logic                   rst_n,
    input  layer_config_t          shadow_config,
    input  logic [EPOCH_WIDTH-1:0] current_epoch,
    input  logic                   start_prefetch,
    output logic                   busy,
    output logic [31:0]            bytes_fetched,  
    output mem_req_t               mem_req,
    output logic                   mem_req_valid,
    input  logic                   mem_req_ready,
    input  mem_resp_t              mem_resp,
    input  logic                   mem_resp_valid
);
    typedef enum logic [2:0] { IDLE, PTR_REQ, PTR_WAIT, DATA_REQ, DATA_WAIT, DONE } state_e;
    state_e state, next_state;
    logic [ADDR_WIDTH-1:0] current_ptr_addr;
    logic [ADDR_WIDTH-1:0] fetched_data_addr;
    logic [31:0]           walks_remaining;
    logic [EPOCH_WIDTH-1:0] my_epoch;
    logic [31:0]           bytes_accum;
    assign mem_req = '0;
    assign mem_req_valid = 1'b0;
    assign busy = (state != IDLE && state != DONE);
    assign bytes_fetched = bytes_accum;
    always_comb begin
        next_state = state;
        mem_req_valid = 1'b0;
        case (state)
            IDLE: begin
                if (start_prefetch && shadow_config.valid) begin
                    next_state = PTR_REQ;
                end
            end
            PTR_REQ: begin
                mem_req.addr  = current_ptr_addr;
                mem_req.len   = 8;
                mem_req.rtype = REQ_TYPE_PTR;
                mem_req.prio  = PRIO_LOW;
                mem_req.epoch = my_epoch;
                mem_req_valid = 1'b1;
                if (mem_req_ready) next_state = PTR_WAIT;
            end
            PTR_WAIT: begin
                if (mem_resp_valid && (mem_resp.epoch == my_epoch) && (mem_resp.id == mem_req.id)) begin
                    next_state = DATA_REQ;
                end
            end
            DATA_REQ: begin
                mem_req.addr  = fetched_data_addr;
                mem_req.len   = 32;  
                mem_req.rtype = REQ_TYPE_DATA;
                mem_req.prio  = PRIO_LOW;
                mem_req.epoch = my_epoch;
                mem_req_valid = 1'b1;
                if (mem_req_ready) next_state = DATA_WAIT;
            end
            DATA_WAIT: begin
                if (mem_resp_valid && (mem_resp.epoch == my_epoch) && (mem_resp.id == mem_req.id) && mem_resp.last) begin
                    if (walks_remaining > 0) next_state = PTR_REQ;
                    else next_state = DONE;
                end
            end
            DONE: begin
                if (!shadow_config.valid) next_state = IDLE;
            end
            default: next_state = IDLE;
        endcase
    end
    always_ff @(posedge clk or negedge rst_n) begin
        if (!rst_n) begin
            state <= IDLE;
            current_ptr_addr <= '0;
            fetched_data_addr <= '0;
            walks_remaining <= 0;
            my_epoch <= '0;
            bytes_accum <= 0;
        end else begin
            state <= next_state;
            if (state == IDLE && next_state == PTR_REQ) begin
                current_ptr_addr <= shadow_config.base_addr;
                walks_remaining  <= shadow_config.pointer_walks;
                my_epoch         <= current_epoch;
                bytes_accum      <= 0;
            end
            if (state == PTR_WAIT && mem_resp_valid && (mem_resp.epoch == my_epoch)) begin
                fetched_data_addr <= mem_resp.data[ADDR_WIDTH-1:0];
            end
            if (state == DATA_WAIT && mem_resp_valid && (mem_resp.epoch == my_epoch) && mem_resp.last) begin
                bytes_accum <= bytes_accum + (DATA_WIDTH/8);
                if (walks_remaining > 0) begin
                    walks_remaining <= walks_remaining - 1;
                    current_ptr_addr <= current_ptr_addr + 8;  
                end
            end
            if (state != IDLE && my_epoch != current_epoch) begin
                state <= IDLE;
            end
        end
    end
endmodule
```

## ./run.sh

```bash
#!/bin/bash
# OpenROAD 26Q1-2900-gdf79404cd8, Yosys 0.63+post, stock flow scripts
make -C /OpenROAD-flow-scripts/flow DESIGN_CONFIG=/design/flow/config.mk WORK_HOME=/design/flow/orfs finish
```

## ./config.mk

```make
export PLATFORM = sky130hd
export DESIGN_NAME = flexpipe_top
export DESIGN_NICKNAME = flexpipe_top
export VERILOG_FILES = /design/flow/design.v
export SDC_FILE = /design/flow/constraint.sdc
export NUM_CORES = 4
export LEC_CHECK = 1
export CORE_AREA = 10 10 425 425
export DIE_AREA = 0 0 435 435
export SYNTH_HDL_FRONTEND = slang
```

## ./constraint.sdc

```tcl
current_design flexpipe_top

set clk_period 7.4
set clk_io_pct 0.2

create_clock -name clk0 -period $clk_period [get_ports {clk}]

set non_clock_inputs [all_inputs -no_clocks]
set_input_delay [expr $clk_period * $clk_io_pct] -clock clk0 $non_clock_inputs
set_output_delay [expr $clk_period * $clk_io_pct] -clock clk0 [all_outputs]
```

==> results.sh <==
# implementation run metrics
export IMPL_detail_route_wl_per_cell_um=23.69
export IMPL_grt_pass1_wl_um=111900
export IMPL_synth_seq_area_share_pct=50.84
export IMPL_worst_path_most_repeated_cell="sky130_fd_sc_hd__buf_4"
export IMPL_cts_root_buf="sky130_fd_sc_hd__clkbuf_16"
export IMPL_critical_path_cell_chain="buf_4, buf_4, and2_1, clkdlybuf4s50_1"
export IMPL_crit_family="buffers and inverters"
export IMPL_quantity_of_i_o_buffers_inserted_on_ports=435
export IMPL_drt_iter0_markers=455
export IMPL_yosys_area_top_type_share_pct=50.67
export IMPL_ys_top_cells_by_count="sky130_fd_sc_hd__buf_4 (337), sky130_fd_sc_hd__dfrtp_1 (310), sky130_fd_sc_hd__mux2_2 (259), sky130_fd_sc_hd__and2_1 (110), sky130_fd_sc_hd__xnor2_1 (30)"
export IMPL_critical_setup_path_class="primary input to primary output"
export IMPL_finalHoldViolations=0
export IMPL_log_warning_count=103
export IMPL_critical_path_required_ns=5.92
export IMPL_register_area_mm2=0.007784
export IMPL_edf_count=0
export IMPL_leakagePower_nw=8.901
export IMPL_first_global_vias=9677
export IMPL_clkTransAtPathRegs_ns=0.06
export IMPL_synthDominantAreaCellType="sky130_fd_sc_hd__dfrtp_1"
export IMPL_post_cts_buffers=0
export IMPL_antenna_left=0
export IMPL_routed_wirelength_um=88780
export IMPL_async_flop_share_pct=100.0
export IMPL_maxSlewViolCount=0
export IMPL_max_freq_mhz=209.7
export IMPL_rsz0062_at_grt="no"
export IMPL_routed_via_density=2.520
export IMPL_clkSinkCount=311
export IMPL_drc_errors=0
export IMPL_syn_avg_cell_area_um2=12.49
export IMPL_post_cts_hold_fix_bufs=0
export IMPL_critPathArrivalTime_ns=3.29
export IMPL_post_route_min_period_ns=4.768
export IMPL_clock_skew_final_ns=0.03380
export IMPL_setup_viol=0
export IMPL_syn_instance_count=1226
export IMPL_dp_cells=3675
export IMPL_worst_hold_path_type="register to register"
export IMPL_crit_path_top_delay_cell="sky130_fd_sc_hd__clkdlybuf4s50_1"
export IMPL_track_usage_pct=9.122
export IMPL_slew_headroom_pct=49.78
export IMPL_cts_resized=0
export IMPL_path_buffers=3
export IMPL_final_gp_congestion=1.053
export IMPL_floorplan_core_util_pct=8.935
export IMPL_dr_total_vias=9444
export IMPL_endpoint_kind="primary output"
export IMPL_tritoncts_clock_tree="done"
export IMPL_yosys_stat_cells=1226
export IMPL_area_growth_pct=40.03
export IMPL_grt_overflow_total=0
export IMPL_cts_path_max_buffers=3
export IMPL_number_of_buffers_added_by_the_clock_tree_synthesis_step=36
export IMPL_synth_area_top_cells="sky130_fd_sc_hd__dfrtp_1 (51%), sky130_fd_sc_hd__mux2_2 (19%), sky130_fd_sc_hd__buf_4 (17%)"
export IMPL_syn_area_mm2=0.01531
export IMPL_floorplan_rows=152
export IMPL_ys_ff=311
export IMPL_chip_area_mm2=0.1892
export IMPL_ios=1105
export IMPL_slowest_delay_ns=0.67
export IMPL_drive_gt1_share_pct=24.53
export IMPL_dieHeight_um=435
export IMPL_combGateArea_mm2=0.005045
export IMPL_yosys_stat_area_mm2=0.01531
export IMPL_worst_slew_pin_transition_ns=0.7534
export IMPL_startpoint_type="primary input"
export IMPL_clock_tree_htree_level_count=2
export IMPL_synthMostInstantiatedCell="sky130_fd_sc_hd__buf_4"
export IMPL_final_fill_count=19280
export IMPL_grt_max_degree=105
export IMPL_detailedPlacementHpwl_um=76820
export IMPL_ir_drop_worst_case_vdd_mv=0.1248
export IMPL_worstPathMaxFanout=62
export IMPL_finish_cell_count_without_fillers=3747
export IMPL_max_cap_viol_count=0
export IMPL_clk_latency_ns=0.58
export IMPL_cycle_use_final_pct=64.43
export IMPL_drt_first_pass_iters=4
export IMPL_ys_dominant_reg_cell="sky130_fd_sc_hd__dfrtp_1"
export IMPL_core_area_mm2=0.1714
export IMPL_grt_antenna_before_repair=19
export IMPL_power_density_mw_per_mm2=233.2
export IMPL_result_of_the_run="complete, no violations"
export IMPL_ys_types=43
export IMPL_die_width_um=435
export IMPL_synth_warnings=64
export IMPL_tns_ns=0
==> where the power goes <==
part           total [W]  switching [W]  internal [W]
registers        0.00227       0.000217       0.00205
logic           0.000965       0.000354      0.000610
clock network    0.00177       0.000733       0.00103
==> cells in the final DEF (no fill, tap or decap), types with 2 or more instances in the layout <==
cell type                         Yosys  layout
sky130_fd_sc_hd__clkbuf_8             0       6
sky130_fd_sc_hd__nand2_1             20      16
sky130_fd_sc_hd__diode_2              0      10
sky130_fd_sc_hd__buf_4              337      15
sky130_fd_sc_hd__dfrtp_1            310     310
sky130_fd_sc_hd__and3_1               6       6
sky130_fd_sc_hd__nand4_4              2       2
sky130_fd_sc_hd__clkbuf_16            0      36
sky130_fd_sc_hd__nor3_1               2       2
sky130_fd_sc_hd__bufinv_16            0       2
sky130_fd_sc_hd__xor2_1              11      11
sky130_fd_sc_hd__conb_1               1      68
sky130_fd_sc_hd__mux2i_1              8       8
sky130_fd_sc_hd__clkinv_2             0       5
sky130_fd_sc_hd__and4_1               5       5
sky130_fd_sc_hd__nand3b_1             2       2
sky130_fd_sc_hd__xnor2_1             30      30
sky130_fd_sc_hd__and2_1             110     110
sky130_fd_sc_hd__o21ai_0              5       5
sky130_fd_sc_hd__nand3_1             17      16
sky130_fd_sc_hd__inv_6                0       2
sky130_fd_sc_hd__nand2_2              0       3
sky130_fd_sc_hd__mux2_2             259     259
sky130_fd_sc_hd__clkdlybuf4s50_1      0     433
sky130_fd_sc_hd__ha_1                 9       9
sky130_fd_sc_hd__nor4_4               2       2
sky130_fd_sc_hd__clkinvlp_4           0       2
sky130_fd_sc_hd__inv_1               12      11
sky130_fd_sc_hd__nand4_1              9       9
sky130_fd_sc_hd__clkbuf_1            15       6
sky130_fd_sc_hd__nor2_1               9       9
==> layout make-up <==
cell class,instances,area share [%]
Antenna cell,10,0.1167
Clock buffer,48,4.692
Clock inverter,14,0.7587
Inverter,12,0.2101
Multi-Input combinational cell,592,23.53
Sequential cell,311,36.31
Tap cell,2310,13.48
Timing Repair Buffer,450,20.90
==> flip-flops by register name (all words and copies together) (netlist names) <==
signal,flops
u_config_manager.write_idx,3
u_config_manager.request_flip,1
u_config_manager.shadow_config,128
u_config_manager.layer_start_pulse,1
u_config_manager.active_config,129
u_config_manager.shadow_full,1
dbg_cycle_count,32
u_memory_arbiter.active_cnt,8
u_config_manager.current_epoch,4
u_config_manager.axi_state,3
u_config_manager.s_axi_bvalid,1
==> worst reg2reg max path: cells and delay by family (launching register included) <==
kind | cells | cell delay, ns
flip-flops | 1 | 0.44
buffers and inverters | 2 | 0.73
multiplexers | 1 | 0.42
AND/OR/NAND/NOR | 3 | 0.55
==> routing by layer <==
metal	vias up	global-route usage (%)	share of wire [%]
li1	4044	-	-
met1	4698	9.897	34
met2	545	13.52	44
met3	143	7.731	19
met4	14	1.809	2.5
met5	-	0.9824	0.36
==> through the flow <==
stage / worst slack (ns) / power, W / util, % / hold slack, ns / instance area (um^2)
after floorplan: 3.664 / 0.002754 / - / 0.4084 / 15560
after CTS: 2.664 / 0.005104 / 12.50 / 0.4694 / 21410
after global placement: 2.664 / 0.003263 / 11.82 / 0.4613 / 20250
after global routing: 2.531 / 0.005284 / 12.50 / 0.4835 / 21410
final: 2.632 / 0.004999 / 12.51 / 0.4673 / 21440
after detailed placement: 2.672 / 0.003281 / 11.82 / 0.4566 / 20250
==> kinds of logic after synthesis <==
logic type	share of synthesized area (%)
other	0.02449
AOI/OAI and AO/OA	0.4658
adders and majority gates	0.7355
DFF	50.84
buffers and inverters	17.99
and+or+nand+nor	8.033
xor gates and xnor gates	2.345
muxes	19.57
==> final timing paths <==
kind	start	to	slack, ns	cells past startpoint
setup reg to reg	u_config_manager.axi_state[2]	u_config_manager.shadow_config[160]	5.15	6
max in group asynchronous	rst_n	u_config_manager.active_config[158]	5.01	3
setup / recovery	core_mem_req_valid	mem_master_req[57]	2.63	4
min in group asynchronous	rst_n	dbg_cycle_count[12]	0.93	1
hold / removal	u_memory_arbiter.active_cnt[7]	u_memory_arbiter.active_cnt[7]	0.47	1
hold reg to reg	u_memory_arbiter.active_cnt[7]	u_memory_arbiter.active_cnt[7]	0.47	1
No activity file was given, so power comes from the tool's default toggle rates.
