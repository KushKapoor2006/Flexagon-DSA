==> design/flow/design.v <==
package flexpipe_pkg;
    localparam int CONFIG_BUS_WIDTH_BYTES = 4;
    localparam int CONFIG_BUS_WIDTH_BITS  = CONFIG_BUS_WIDTH_BYTES * 8;
    localparam int ADDR_WIDTH             = 64;
    localparam int DATA_WIDTH             = 256;  
    localparam int MRN_DRAIN_CYCLES       = 50;
    localparam int MAX_OUTSTANDING_REQS   = 16;
    localparam int REQ_ID_WIDTH           = 6;    
    localparam int EPOCH_WIDTH            = 4;    
    typedef struct packed {
        logic [31:0] compute_cycles;
        logic [31:0] config_bits;
        logic [31:0] pointer_walks;
        logic [31:0] data_size;
        logic [ADDR_WIDTH-1:0] base_addr;
        logic                  valid;
        logic [EPOCH_WIDTH-1:0] epoch;
    } layer_config_t;
    typedef enum logic [1:0] {
        REQ_TYPE_CONFIG = 2'b00,
        REQ_TYPE_PTR    = 2'b01,
        REQ_TYPE_DATA   = 2'b10
    } req_type_e;
    typedef enum logic {
        PRIO_LOW  = 1'b0,
        PRIO_HIGH = 1'b1
    } req_prio_e;
    typedef struct packed {
        logic [ADDR_WIDTH-1:0]   addr;
        logic [31:0]             len;     
        logic [REQ_ID_WIDTH-1:0] id;
        logic [EPOCH_WIDTH-1:0]  epoch;
        req_type_e               rtype;
        req_prio_e               prio;
    } mem_req_t;
    typedef struct packed {
        logic [DATA_WIDTH-1:0]   data;
        logic [REQ_ID_WIDTH-1:0] id;
        logic [EPOCH_WIDTH-1:0]  epoch;
        logic                    last;
        logic                    error;
    } mem_resp_t;
endpackage : flexpipe_pkg
import flexpipe_pkg::*;
module dram_model #(
    parameter int BW_BYTES_PER_CYCLE = (DATA_WIDTH/8),  
    parameter int FIXED_LATENCY      = 120
)(
    input  logic        clk,
    input  logic        rst_n,
    input  mem_req_t    mem_req,
    input  logic        mem_req_valid,
    output logic        mem_req_ready,
    output mem_resp_t   mem_resp,
    output logic        mem_resp_valid
);
    typedef struct packed { mem_req_t req; } req_entry_t;
    req_entry_t fifo [0:15];
    logic [3:0] rd_ptr;
    logic [3:0] wr_ptr;
    logic [4:0]  count;  
    mem_req_t active_req;
    logic      busy;
    int        cycles_left;
    integer xfer_calc;
    assign mem_req_ready = (count < 16);
    always_ff @(posedge clk or negedge rst_n) begin
        if (!rst_n) begin
            wr_ptr <= 0;
            count  <= 0;
        end else begin
            if (mem_req_valid && mem_req_ready) begin
                fifo[wr_ptr].req <= mem_req;
                wr_ptr <= wr_ptr + 1;
                count  <= count + 1;
            end
        end
    end
    always_ff @(posedge clk or negedge rst_n) begin
        if (!rst_n) begin
            rd_ptr <= 0;
            busy <= 1'b0;
            cycles_left <= 0;
            active_req <= '0;
            mem_resp_valid <= 1'b0;
            mem_resp <= '0;
        end else begin
            mem_resp_valid <= 1'b0;
            if (!busy && (count > 0)) begin
                active_req <= fifo[rd_ptr].req;
                rd_ptr <= rd_ptr + 1;
                count <= count - 1;
                xfer_calc = (fifo[rd_ptr].req.len + BW_BYTES_PER_CYCLE - 1) / BW_BYTES_PER_CYCLE;
                if (xfer_calc <= 0) xfer_calc = 1;
                cycles_left <= FIXED_LATENCY + xfer_calc;
                busy <= 1'b1;
            end
            else if (busy) begin
                if (cycles_left > 1) begin
                    cycles_left <= cycles_left - 1;
                end else begin
                    mem_resp.data  <= '0;                     
                    mem_resp.id    <= active_req.id;
                    mem_resp.epoch <= active_req.epoch;
                    mem_resp.last  <= 1'b1;
                    mem_resp.error <= 1'b0;
                    mem_resp_valid <= 1'b1;
                    busy <= 1'b0;
                    cycles_left <= 0;
                end
            end
        end
    end
endmodule
==> design/flow/run.sh <==
#!/bin/bash
# OpenROAD 26Q1-2900-gdf79404cd8, Yosys 0.63+post, stock flow scripts
make -C /OpenROAD-flow-scripts/flow DESIGN_CONFIG=/design/flow/config.mk WORK_HOME=/design/flow/orfs finish
==> design/flow/config.mk <==
export PLATFORM = sky130hd
export DESIGN_NAME = dram_model
export DESIGN_NICKNAME = dram_model
export VERILOG_FILES = /design/flow/design.v
export SDC_FILE = /design/flow/constraint.sdc
export NUM_CORES = 4
export LEC_CHECK = 1
export CORE_UTILIZATION = 50
export SYNTH_HDL_FRONTEND = slang
==> design/flow/constraint.sdc <==
current_design dram_model

set clk_period 22.0
set clk_io_pct 0.2

create_clock -name clk0 -period $clk_period [get_ports {clk}]

set non_clock_inputs [all_inputs -no_clocks]
set_input_delay [expr $clk_period * $clk_io_pct] -clock clk0 $non_clock_inputs
set_output_delay [expr $clk_period * $clk_io_pct] -clock clk0 [all_outputs]
==> results.toml <==
# yosys + openroad results
[synth]
yosys_warnings = 0
ys_sh_aoi = 0.04185
ys_sh_adder = 0.003890
yosys-stat-cells = 1923
ys_seq_share = 0.6849
ys.flops = 745
synth_simple_gate_area_share = 0.05656
async_flop_share = 0.09128
yosys-mux-area-fraction = 0.1203
ys_area_um2 = 32170
synth-edff-count = 677
yosys-dominant-comb-family = "multiplexers"
yosysUniqueCellTypes = 79
ys.flop_type = "edfxtp_1"
ys_sh_xor = 0.01552

[status]
error = "ERROR: Found 5 problems in 'check -assert'."
status = "aborted with a tool error"
stop_stage = "synthesis (1_2_yosys)"
synth_stat cells (all sizes together) (10+ instances only):
cell	n	area (um^2)
o21ai	51	255.3
o221ai	16	140.1
xnor2	40	350.3
xor2	17	148.9
nor3	27	140.1
nor2	87	326.6
edfxtp	677	20330
clkbuf	39	153.9
a22oi	29	217.7
a21oi	27	135.1
nor2b	11	68.82
dfrtp	68	1702
buf	296	2258
nand4	13	93.84
nand2	141	539.3
ha	10	125.1
nor4	21	165.2
mux4	151	3487
nand3	24	120.1
mux2i	37	370.4
and2	11	68.82
inv	16	60.06
a221oi	10	100.1
cells by family after synthesis:
logic type / count (synthesis)
multiplexers: 189
XOR/XNOR: 57
adder cells (fa/ha/maj): 10
flip-flops: 745
AND-OR/OR-AND: 194
other: 1
AND/OR/NAND/NOR: 376
buffers and inverters: 351
